[flow/design.v]
`timescale 1ns/1ns
module main(
	input clk, 
	input reset, 
	input btn_show,
	input btn_gen,
	output [7:0]  leds,
	output [13:0] digs
);
wire btn_flg_show;
wire btn_flg_gen;
wire [255:0] number;
button_handler_down btn_handler_down_show (
	.clock(clk),
	.button_signal(btn_show),
	.button_flag(btn_flg_show)
);
button_handler_down btn_handler_down_gen (
	.clock(clk),
	.button_signal(btn_gen),
	.button_flag(btn_flg_gen)
);
number_counter number_counter(
	.clk(clk),
	.reset(reset),
	.btn_flg(btn_flg_gen),
	.result(number)
);
show_number show_number (
	.clk(clk),
	.reset(reset),
	.number(number),
	.btn_flg_show(btn_flg_show),
	.leds(leds),
	.digs(digs)
);
endmodule
module show_number (
	input clk, 
	input reset, 
	input [255:0] number,
	input btn_flg_show,
	output [7:0] leds,
	output [13:0] digs
);
reg [5:0]  state;
reg [7:0]  leds_cp;
assign leds = leds_cp[7:0];
always @(posedge clk) begin
	if (reset) begin
		state <= 6'b0;
		leds_cp <= 8'b0;
	end
	else if (btn_flg_show) begin
		if (state == 6'd32) state <= 6'b0;
		state <= state + 1'b1;
	end
end
genvar Gi;
generate 	
	for(Gi = 0; Gi < 32; Gi = Gi + 1) begin: gen_show_i
		always @(posedge btn_flg_show) begin
			if (Gi == state) begin
				leds_cp <= number[Gi*8+7:Gi*8];
			end
		end
	end
endgenerate
hex2digit_hex hex2digit_hex_l(
	.hex({3'b0, state[4:4]}),
	.digit(digs[13:7])
);
hex2digit_hex hex2digit_hex_r(
	.hex(state[3:0]),
	.digit(digs[6:0])
);
endmodule
module mod_multiplier
#(
	parameter SIZE=16,
	parameter MOD=40633
)
(
	input [SIZE-1:0] x,
	input clk,
	output [SIZE-1:0] out
);
reg [SIZE:0] tmp;
assign out = tmp[SIZE-1:0];
integer i;
always @(posedge clk)
begin
	tmp = {SIZE {1'b0}};
	for (i = SIZE-1; i >= 0; i = i - 1) begin
		tmp = tmp << 1'b1;
		if (tmp >= MOD) tmp = tmp - MOD;
		if (x[i]) tmp = tmp	+ x;
		if (tmp >= MOD) tmp = tmp -  MOD;
	end
end
endmodule
module number_counter
#(
	parameter SIZE=256
)
(
	input clk,
	input reset,
	input btn_flg,
	output [SIZE-1:0] result
);
reg [15:0] seed;
reg [SIZE-1:0] number;
reg [9:0] bcounter;
wire [15:0] temporary;
reg [0:0] flg;
integer j;
assign result = number;
always @(posedge clk) begin
	if (reset) begin
		bcounter = {9 {1'b0}};
		seed     = 16'd884;
		number   = {SIZE {1'b0}};
	end else begin
		if (btn_flg) flg <= 1'b1;
		seed <= temporary;
		if (flg) begin
			if (bcounter != SIZE<<1) begin
				bcounter <= bcounter + 1'b1;
				if (bcounter[0] == 1'b1)
					number <= (number << 1) | (seed[0]);
			end else begin
				bcounter <= 9'b0;
				flg <= 1'b0;
			end
		end
	end
end
mod_multiplier mod_multiplier (
	.x(seed),
	.clk(clk),	
	.out(temporary)
);
endmodule
module hex2digit_hex
#(
	parameter INVERT = 1
)
(
	input	wire	[3:0]	hex,
	output	wire	[6:0]	digit
);
	wire [6:0] temp;
	assign temp =  ({7{hex == 4'h0}} & 7'b1000000 |
					{7{hex == 4'h1}} & 7'b1111001 |
					{7{hex == 4'h2}} & 7'b0100100 |
					{7{hex == 4'h3}} & 7'b0110000 |
					{7{hex == 4'h4}} & 7'b0011001 |
					{7{hex == 4'h5}} & 7'b0010010 |
					{7{hex == 4'h6}} & 7'b0000010 |
					{7{hex == 4'h7}} & 7'b1111000 |
					{7{hex == 4'h8}} & 7'b0000000 |
					{7{hex == 4'h9}} & 7'b0010000 |
					{7{hex == 4'hA}} & 7'b0001000 |
					{7{hex == 4'hB}} & 7'b0000011 | 
					{7{hex == 4'hC}} & 7'b1000110 |
					{7{hex == 4'hD}} & 7'b0100001 | 
					{7{hex == 4'hE}} & 7'b0000110 |
					{7{hex == 4'hF}} & 7'b0001110);
	assign digit = (INVERT) ? temp : ~temp;
endmodule
module button_handler_down
#(
	parameter INVERT = 1
)
(
	input	[0:0]	clock,
	input	[0:0]	button_signal,
	output	[0:0]	button_flag
);
reg [0:0] temp_1;
reg [0:0] temp_2;
always @(posedge clock)
begin
	temp_1 <= button_signal ^ INVERT;
	temp_2 <= temp_1; 
end
	assign button_flag = (~temp_2) & temp_1;
endmodule
module test();
reg  clk;
reg  reset;
reg  btn_gen;
reg  btn_show;
reg  [7:0] led;
reg  [15:0] dig;
initial
begin
	#1 clk = 1'b0;
	#1 reset = 1'b0;
end
always #1 clk = ~clk;
initial #3 reset = 1'b1;
initial #4 reset = 1'b0;
initial #100 btn_gen = 1'b1;
initial #150 btn_gen = 1'b0;
initial #1500 btn_gen = 1'b1;
initial #1550 btn_gen = 1'b0;
initial begin 
	#1250 btn_show = 1'b1;
	#50  btn_show = 1'b0;
	#50  btn_show = 1'b1;
	#50  btn_show = 1'b0;
	#50  btn_show = 1'b1;
	#50  btn_show = 1'b0;
	#50  btn_show = 1'b1;
	#50  btn_show = 1'b0;
	#50  btn_show = 1'b1;
	#50  btn_show = 1'b0;
	#50  btn_show = 1'b1;
	#50  btn_show = 1'b0;
	#50  btn_show = 1'b1;
	#50  btn_show = 1'b0;
	#50  btn_show = 1'b1;
	#50  btn_show = 1'b0;
	#50  btn_show = 1'b1;
	#50  btn_show = 1'b0;
	#50  btn_show = 1'b1;
	#50  btn_show = 1'b0;
end
main main
(
	.reset(reset),
	.clk(clk), 
	.btn_show(btn_show),
	.btn_gen(btn_gen),
	.leds(),
	.digs()
);
endmodule
[flow/run.sh]
#!/bin/bash
# OpenROAD 26Q1-2900-gdf79404cd8, Yosys 0.63+post, stock flow scripts
make -C /OpenROAD-flow-scripts/flow DESIGN_CONFIG=/design/flow/config.mk WORK_HOME=/design/flow/orfs finish
[flow/config.mk]
export PLATFORM = sky130hd
export DESIGN_NAME = main
export DESIGN_NICKNAME = main
export VERILOG_FILES = /design/flow/design.v
export SDC_FILE = /design/flow/constraint.sdc
export NUM_CORES = 4
export LEC_CHECK = 1
export CORE_AREA = 10 10 72 72
export DIE_AREA = 0 0 82 82
[flow/constraint.sdc]
current_design main

set clk_period 1.4
set clk_io_pct 0.2

create_clock -name clk0 -period $clk_period [get_ports {clk}]

set non_clock_inputs [all_inputs -no_clocks]
set_input_delay [expr $clk_period * $clk_io_pct] -clock clk0 $non_clock_inputs
set_output_delay [expr $clk_period * $clk_io_pct] -clock clk0 [all_outputs]
==> Slide: Implementation Results <==
Synthesis and Place & Route Summary

Status
  • Status: finished, violations left
  • Failing checks: setup timing

Logic synthesis
  • Cell count after synthesis: 73
  • Seq/Total Area, Yosys: 24.8%
  • Cell count listed in synth_stat.txt: 73
  • Yosys reg bits: 7
  • YS warnings: 268
  • Yosys cell types: 27
  • Yosys synthesis chip area: 564 µm²
  • Syn_area_per_cell: 7.73 µm²
  • Post-Syn Area: 564 µm²

Critical path
  • Startpoint types: register
  • Crit path launch: show_number.state[1]$_SDFFE_PP0P_
  • CP arrival: 1340 ps
  • Slowest CP cell: dfxtp_4
  • WP buf/inv: 3
  • Flop2flop setup slack: -90 ps
  • Worst r2r src: show_number.state[1]$_SDFFE_PP0P_
  • CP max stage delay: 360 ps
  • WS Path Type: reg -> out
  • CP endpoint kind: output port
  • CP max FO: 5
  • Worst Reg-to-Reg Cells: 7
  • Reg-to-reg endpoint: show_number.state[4]$_SDFFE_PP0P_
  • CP cell instances: inv_4, ha_4, nor2b_4, buf_6, a211oi_2, a21oi_1, buf_2
  • WP data required: 1120 ps
  • Crit path depth: 7
  • Cell family with most CP delay: flip-flops

Clock tree
  • Clk buf depth: 2
  • Clock sink count: 7
  • CTS tree: built
  • CTS clock-pin slew for the worst setup and hold paths: 40 ps
  • Root buffer cell: clkbuf_8
  • H-tree level count: 1
  • Clock Latency Late Sink: 220 ps
  • CTS buffer count: 3

Global routing
  • Largest net degree at the start of global routing: 10
  • Initial antenna violation count: 0
  • Vias in the first global route: 542
  • Gr usage total: 4.35%
  • Global route overflow: 0
  • First-pass GRT wire length: 2400 µm

Min path
  • Worst Hold End: btn_handler_down_show.temp_2$_DFF_P_
  • Critical hold path startpoint: btn_handler_down_show.temp_1$_DFF_P_
  • Worst hold path class: reg -> reg
  • Hold depth: 0

Timing
  • Period utilization: 116%
  • Final WS setup: -219 ps
  • Sum Neg Setup Slack: -1290 ps
  • Clk_skew: 4.12 ps
  • Final setup vio count: 8
  • RSZ-0062 raised after global routing: yes
  • Slew Limit Fails: 0
  • Crit path time final: 1620 ps
  • Final Hold Viols: 0
  • Maximum clock frequency: 618 MHz

Power and ir drop
  • Pwr Density: 658 nW/µm²
  • Leak: 0.419 nW
  • Maximum VDD drop: 0.773 mV

Floorplan
  • Die extent in x: 82 µm
  • DIE AREA: 6720 µm²
  • Pre-Place Util: 15.3%
  • Cell row count: 22
  • Chip height: 82 µm
  • CORE AREA: 3690 µm²
  • Boundary Pins: 26

Drt
  • N_diodes: 0
  • Starting DRT DRC Count: 10
  • Vias per inst: 3.62
  • WL per Instance: 10.2 µm
  • Final ANT Viol Nets: 0
  • Vias: 540
  • DRC viols: 0
  • 1st-pass router iterations: 4
  • Final wirelength: 1520 µm

Placement
  • Port Buffers: 13
  • Post-DP HPWL: 1090 µm
  • Routability cong.: 0.811
  • Cell Area, Placed: 778 µm²

Cells and area
  • Design Area, Final: 987 µm²
  • P&R area growth vs syn: 74.9%
  • Fraction of layout cells with a size suffix above 1: 51.5%
  • Fillers: 397

Job
  • Tool warnings: 31
  • Max-Cap Viols: 0
-- synthesized netlist by cell type --
library cell  number  area share [%]
nand2_1            3             2.0
o21ai_1            2             1.8
nand2b_1           1             1.1
inv_1              4             2.7
a21oi_1            8             7.1
nor2_1             6             4.0
or2_1              1             1.1
nand4_1            1             1.1
nor2b_1            1             1.1
ha_1               4             8.9
xnor2_1            1             1.6
or3_1              1             1.1
o2bb2ai_1          1             1.6
o21ai_0            3             2.7
conb_1             2             1.3
nor3_1             1            0.89
dfxtp_1            7              25
xor2_1             1             1.6
mux2_1             1             2.0
o22ai_1            1             1.1
and2b_1            1             1.3
a211oi_1           2             2.7
inv_2              1            0.66
mux2i_1            2             3.5
buf_4             14              19
buf_2              2             1.8
nand3b_2           1             2.0
-- metrics by stage --
step	util [%]	hold slack, ps	setup WS, ps	total power [mW]	instances
after CTS	25.5	376	-221	0.646	149
after detailed placement	21.1	371	-406	0.335	141
final	26.8	394	-219	0.650	149
after global placement	21.1	370	-395	0.336	141
after global routing	26.8	413	-298	0.695	149
after floorplan	-	337	77.4	0.287	82
-- sequential cells by signal, indices dropped and copies added (netlist names) --
| name | cells |
|---|---|
| btn_handler_down_show.temp_2 | 1 |
| btn_handler_down_show.temp_1 | 1 |
| show_number.state | 5 |
-- placed cells by master (no fill, tap or decap), types with 3 or more instances in the layout --
cell and instances:
nor2_1 6, a21oi_2 3, clkdlybuf4s50_1 6, a21oi_1 4, nand2_1 3, buf_4 14
ha_4 4, conb_1 11, clkbuf_8 3, dfxtp_4 3, buf_6 4, buf_2 6
-- routing by layer --
metal	global-route usage [%]	share of wire [%]	vias up
li1	-	-	277
met1	5.29	44	247
met2	7.05	47	16
met3	2.20	8.4	0
met4	0.340	0	0
met5	0	0	-
-- kinds of logic (layout without fill, tap and decap cells) --
| group | Yosys count | after routing | synth area share, % |
|---|---|---|---|
| fa+ha+maj | 4 | 4 | 8.87 |
| flops | 7 | 7 | 24.8 |
| buf+inv | 21 | 40 | 23.7 |
| xor+xnor | 2 | 2 | 3.10 |
| mux | 3 | 3 | 5.54 |
| other cells | 2 | 11 | 1.33 |
| compound gates | 17 | 17 | 16.9 |
| simple gates | 17 | 17 | 15.7 |
-- area by class of cell --
type / instances / area [µm²] / share of cell area, %
Clock buffer: 4 / 45.0 / 4.56
Multi-Input combinational cell: 54 / 454 / 46.0
Timing Repair Buffer: 31 / 250 / 25.3
Sequential cell: 7 / 154 / 15.6
Inverter: 5 / 23.8 / 2.41
Tap cell: 48 / 60.1 / 6.08
-- where the power goes --
part           internal (mW)  leakage (nW)  total, mW  switching, mW
Clock                  0.197        0.0228      0.280         0.0832
Combinational         0.0896         0.335      0.155         0.0651
Sequential             0.205        0.0607      0.215         0.0105
-- how the worst max path moves through the flow --
| stage | endpoint |
|---|---|
| CTS | digs[0] |
| global route | digs[0] |
| finish | digs[0] |
-- what timing repair did --
item / CTS / global route
setup endpoints to repair: 12 / 9
pin swaps: 10 / 4
gates resized: 53 / 9
hold buffers: 0 / 0
setup buffers: 4 / 0
Power figures rest on the tool's default switching activity, not on a simulated workload.
